`flow/design.v`:
```
module fpu(
    input  logic [31:0] op_A_in, 
    input  logic [31:0] op_B_in,
    input  logic clock100KHz, 
    input  logic reset, 
    output logic [31:0] data_out, 
    output logic [3:0]  status_out
);
    typedef enum logic [2:0] { 
        MOD_EXPO, 
        OPERACAO, 
        AR_EXPO, 
        ARREDONDA, 
        PARA_STATUS 
    } state_t;
    state_t current_state;
    logic [5:0]   expA, expB, exp_result, exp_dif;
    logic [24:0]  mant_result;
    logic [25:0]  mantA, mantB, mantA_shifted, mantB_shifted;
    logic [26:0]  mant_result_temp;
    logic         sinalA, sinalB, sinal_result;
    logic         bit_overflow, bit_inexact, bit_underflow;
    assign sinalA = op_A_in[31]; 
    assign expA   = op_A_in[30:25]; 
    assign mantA  = (expA == 6'd0) ? {1'b0, op_A_in[24:0]} : {1'b1, op_A_in[24:0]};  
    assign sinalB = op_B_in[31]; 
    assign expB   = op_B_in[30:25]; 
    assign mantB  = (expB == 6'd0) ? {1'b0, op_B_in[24:0]} : {1'b1, op_B_in[24:0]};  
    always @(posedge clock100KHz or negedge reset) begin
        if (!reset) begin
            current_state     <= MOD_EXPO;
            bit_inexact       <= 1'b0;
            bit_overflow      <= 1'b0;
            bit_underflow     <= 1'b0;
            sinal_result      <= 1'b0;
            status_out        <= 4'b0;
            exp_dif           <= 6'b0;
            exp_result        <= 6'b0;
            mant_result       <= 25'b0;
            mantA_shifted     <= 26'b0;
            mantB_shifted     <= 26'b0;
            mant_result_temp  <= 27'b0;
            data_out          <= 32'b0;
        end else begin
            case (current_state)
                MOD_EXPO: begin  
                    if (op_A_in == 32'd0 && op_B_in == 32'd0) begin  
                        data_out     <= 32'd0;
                        status_out   <= 4'b0001;  
                        current_state <= MOD_EXPO;
                    end else begin 
                        bit_overflow  <= 1'b0;
                        bit_inexact   <= 1'b0;
                        bit_underflow <= 1'b0;
                        if (expA > expB) begin
                            exp_dif <= expA - expB;
                            if (exp_dif > 6'd26) begin  
                                mantB_shifted <= 26'd0;  
                                if (mantB != 0) bit_inexact <= 1'b1;  
                            end else begin
                                mantB_shifted <= mantB >> exp_dif;
                                mantA_shifted <= mantA;
                                exp_result    <= expA;
                                for (int i = 0; i < exp_dif; i++) begin
                                    if (mantB[i]) bit_inexact <= 1'b1;
                                end
                            end
                        end else if (expB > expA) begin
                            exp_dif <= expB - expA;
                            if (exp_dif > 6'd26) begin
                                mantA_shifted <= 26'd0;
                                if (mantA != 0) bit_inexact <= 1'b1;
                            end else begin
                                mantA_shifted <= mantA >> exp_dif;
                                mantB_shifted <= mantB;
                                exp_result    <= expB;
                                for (int i = 0; i < exp_dif; i++) begin
                                    if (mantA[i]) bit_inexact <= 1'b1;
                                end
                            end
                        end else begin  
                            mantA_shifted <= mantA;
                            mantB_shifted <= mantB;
                            exp_result    <= expA;
                        end
                        current_state <= OPERACAO;
                    end
                end
                OPERACAO: begin  
                    if (sinalA == sinalB) begin  
                        mant_result_temp <= mantA_shifted + mantB_shifted;
                        sinal_result      <= sinalA;
                    end else begin  
                        if (mantA_shifted >= mantB_shifted) begin  
                            mant_result_temp <= mantA_shifted - mantB_shifted;
                            sinal_result      <= sinalA;
                        end else begin  
                            mant_result_temp <= mantB_shifted - mantA_shifted;
                            sinal_result      <= sinalB;
                        end
                    end
                    current_state <= AR_EXPO;
                end
                AR_EXPO: begin  
                    if (mant_result_temp == 27'd0) begin  
                        mant_result <= 25'd0;
                        exp_result  <= 6'd0;
                        current_state <= PARA_STATUS;
                    end else if (exp_result >= 6'd63) begin  
                        bit_overflow     <= 1'b1;
                        mant_result_temp <= 27'd0;
                        current_state    <= PARA_STATUS;
                    end else if (mant_result_temp[26]) begin 
                        mant_result_temp <= mant_result_temp >> 1;
                        exp_result       <= exp_result + 1;
                        current_state    <= AR_EXPO;  
                    end else if (mant_result_temp[25] == 0) begin 
                        if (exp_result == 6'd0) begin  
                            mant_result_temp <= 27'd0;
                            bit_underflow    <= 1'b1; 
                            current_state    <= PARA_STATUS;
                        end else begin  
                            mant_result_temp <= mant_result_temp << 1;
                            exp_result       <= exp_result - 1;
                            current_state    <= AR_EXPO;
                        end
                    end else begin
                        mant_result   <= mant_result_temp[24:0];  
                        current_state <= ARREDONDA;
                    end
                end
                ARREDONDA: begin  
                    if (mant_result_temp[0]) begin  
                        bit_inexact <= 1'b1; 
                        mant_result <= mant_result + 1;
                        if (mant_result + 1 == 25'b1000000000000000000000000) begin  
                            mant_result <= (mant_result + 1) >> 1;
                            if (exp_result == 6'd63) begin
                                bit_overflow <= 1'b1; 
                            end else begin
                                exp_result <= exp_result + 1;
                            end
                        end else begin
                            mant_result <= mant_result + 1;
                        end
                    end
                    current_state <= PARA_STATUS;
                end
                PARA_STATUS: begin  
                    if (bit_overflow) begin
                        data_out   <= 32'd0;
                        status_out <= 4'b0100;
                    end else if (bit_underflow) begin
                        data_out   <= 32'd0;
                        status_out <= 4'b1000;
                    end else begin 
                        data_out   <= {sinal_result, exp_result, mant_result};
                        if (bit_inexact)
                            status_out <= 4'b0010;
                        else
                            status_out <= 4'b0001;
                    end
                    current_state <= MOD_EXPO;
                end
            endcase
        end
    end
endmodule
```
`flow/run.sh`:
```
#!/bin/bash
# OpenROAD 26Q1-2900-gdf79404cd8, Yosys 0.63+post, stock flow scripts
make -C /OpenROAD-flow-scripts/flow DESIGN_CONFIG=/design/flow/config.mk WORK_HOME=/design/flow/orfs finish
```
`flow/config.mk`:
```
export PLATFORM = sky130hd
export DESIGN_NAME = fpu
export DESIGN_NICKNAME = fpu
export VERILOG_FILES = /design/flow/design.v
export SDC_FILE = /design/flow/constraint.sdc
export NUM_CORES = 4
export LEC_CHECK = 1
export CORE_UTILIZATION = 40
export SYNTH_HDL_FRONTEND = slang
```
`flow/constraint.sdc`:
```
current_design fpu

set clk_period 13.6
set clk_io_pct 0.2

create_clock -name clk0 -period $clk_period [get_ports {clock100KHz}]

set non_clock_inputs [all_inputs -no_clocks]
set_input_delay [expr $clk_period * $clk_io_pct] -clock clk0 $non_clock_inputs
set_output_delay [expr $clk_period * $clk_io_pct] -clock clk0 [all_outputs]
```
==> impl_metrics.sql <==
-- generated from flow reports
INSERT INTO impl_metrics (metric_group, metric, value, unit) VALUES
('synthesis', 'post_synth_mux_area_share', '8.22', '%'),
('flow_run', 'total_of_max_cap_violations', '0', ''),
('grt', 'grt.total_usage', '29.1', '%'),
('synthesis', 'syn-instance-count', '1961', ''),
('final_layout', 'area_growth', '13.9', '%'),
('final_layout', 'drive_above_1_share', '7.61', '%'),
('setup_path', 'critical_path.slowest_cell', 'mux4_2', ''),
('cts', 'insertion_delay', '0.46', 'ns'),
('place', 'gpl.final_weighted_congestion', '0.978', ''),
('route', 'post_drt_via_cell_ratio', '6.13', ''),
('place', 'numPlacedInstances', '2477', ''),
('setup_path', 'critPathKind', 'in -> reg', ''),
('synthesis', 'post_synth_regs', '161', ''),
('setup_path', 'critical_path.most_common_cell', 'mux4_2', ''),
('grt', 'grt_remaining_overflow', '0', ''),
('floorplanning', 'die_w', '197', 'um'),
('synthesis', 'synth_async_sr_flop_share', '100', '%'),
('setup_path', 'worst_ep_arrival_time', '7.36', 'ns'),
('cts', 'post-cts-setup-buffers', '0', ''),
('synthesis', 'yosysMostFrequentCell', 'nand2_1', ''),
('floorplanning', 'core_rows', '71', ''),
('grt', 'first_global_vias', '14600', ''),
('setup_path', 'cp_cell_sequence', 'clkdlybuf4s50_1 -> inv_1 -> ha_1 -> fa_1 -> nor2b_1 -> o21ai_1 -> a21boi_1 -> o31a_2 -> buf_4 -> mux4_2 -> mux4_2 -> a22o_1 -> nor3b_1 -> and2_1 -> o22ai_1', ''),
('final_timing', 'final.setup.tns', '0', 'ns'),
('final_timing', 'fmaxAchievable', '0.142', 'GHz'),
('power', 'total_power_divided_by_cell_area', '69.5', 'nW/um^2'),
('final_timing', 'setup_viol', '0', ''),
('synthesis', 'yosysTopAreaCellShare', '26.2', '%'),
('route', 'routed-via-count', '15400', ''),
('place', 'dp_hpwl', '42.0', 'mm'),
('floorplanning', 'fp.dieArea', '38900', 'um^2'),
('synthesis', 'yosys-stat-area', '15300', 'um^2'),
('synthesis', 'compound_area_share', '28.4', '%'),
('flow_run', 'openroad_warnings', '85', ''),
('synthesis', 'synth_top_flop_cell', 'dfrtp_1', ''),
('route', 'postRouteAntennaNets', '0', ''),
('final_timing', 'timing_worst_slew_pin_value', '0.924', 'ns'),
('cts', 'clockBufferDepth', '2', ''),
('place', 'place.port_buffers', '101', ''),
('final_timing', 'grt_setup_unrepaired', 'no', ''),
('status', 'outcome', 'complete, no violations', ''),
('final_layout', 'final-comb-area', '10300', 'um^2'),
('final_timing', 'final-hold-violation-count', '0', ''),
('cts', 'worst_setup_hold_path_clk_slew', '0.07', 'ns'),
('route', 'detail_route.wl_per_cell', '21.7', 'um'),
('grt', 'pin_count_of_the_biggest_net_entering_global_routing', '70', ''),
('final_layout', 'filler_cell_count', '3718', ''),
('synthesis', 'yosys.cell_types.count', '87', ''),
('synthesis', 'ys_seq_share', '26.4', '%'),
('synthesis', 'yosysWarnings', '0', ''),
('synthesis', 'synth_area_leader_cell', 'dfrtp_1', ''),
('cts', 'tritoncts', 'done', ''),
('floorplanning', 'die_h', '197', 'um'),
('cts', 'cts-htree-levels', '4', ''),
('floorplanning', 'fp.coreArea', '37600', 'um^2'),
('synthesis', 'synth-simple-area-share', '20.6', '%'),
('setup_path', 'cp-start-kind', 'primary input', ''),
('synthesis', 'edf_count', '0', ''),
('route', 'n_antenna_cell', '0', ''),
('synthesis', 'synth-cells-yosys', '1961', ''),
('floorplanning', 'floorplan.core_util', '40.6', '%'),
('final_layout', 'fin_cells', '2509', ''),
('cts', 'tritoncts_num_sinks', '161', ''),
('final_timing', 'post-route-period-util', '51.7', '%'),
('grt', 'grt_first_pass_wirelength', '85.5', 'mm'),
('route', 'detail_route.first_pass.iterations', '6', ''),
('final_timing', 'timing.final.max_slew_violations', '0', ''),
('setup_path', 'cp_max_fo', '41', ''),
('setup_path', 'timing.critical_path.slowest_cell_delay', '0.64', 'ns'),
('synthesis', 'netlist_area', '15300', 'um^2'),
('cts', 'cts-buffers-inserted', '17', '');
## metal layers
layer | global-route usage (%) | up-vias | share of wire [%]
li1 | - | 7252 | -
met1 | 43.8 | 7440 | 46
met2 | 44.8 | 597 | 45
met3 | 4.83 | 90 | 6.4
met4 | 6.89 | 0 | 2.5
met5 | 0 | - | 0
## placed cells by master, fill, tap and decap left out, types with 31 or more instances in the layout
master / netlist / layout
nand2_1: 230 / 230
a21oi_1: 186 / 185
nor2_1: 164 / 164
dfrtp_1: 160 / 160
o21ai_0: 157 / 157
inv_1: 114 / 114
clkdlybuf4s50_1: 0 / 100
ha_1: 94 / 94
nor3_1: 66 / 65
nand3_1: 54 / 54
mux4_2: 44 / 44
buf_4: 2 / 39
a22oi_1: 35 / 35
a21o_1: 31 / 31
## metrics by stage
step / worst slack (ns) / area, um^2 / power (uW) / utilization [%] / hold slack, ns
2_1_floorplan: 7.53 / 15300 / 596 / - / 0.426
4_1_cts: 6.57 / 17400 / 1220 / 46.3 / 0.485
5_1_grt: 6.26 / 17400 / 1250 / 46.3 / 0.514
6_report: 6.56 / 17400 / 1210 / 46.3 / 0.476
3_5_place_dp: 6.11 / 16700 / 672 / 44.5 / 0.469
3_3_place_gp: 6.14 / 16700 / 671 / 44.5 / 0.461
## critical path, delay by kind of cell
family / cells / cell delay (ns)
multiplexers: 2 / 1.17
AND/OR/NAND/NOR: 3 / 0.62
buffers and inverters: 3 / 1.13
AND-OR/OR-AND: 5 / 1.07
adder cells (fa/ha/maj): 2 / 0.62
## worst paths after layout
path                                   start                    to  slack (ns)  cells past startpoint
min                              data_out[6]           data_out[6]        0.48                      2
max in group asynchronous              reset         exp_result[3]       10.22                      2
max reg2reg                mantA_shifted[17]  mant_result_temp[26]        9.12                     11
max                              op_A_in[25]      mantA_shifted[1]        6.56                     15
min reg2reg                      data_out[6]           data_out[6]        0.48                      2
min in group asynchronous              reset   mant_result_temp[7]        2.27                      1
## state kept, by name, summed over array words and instances, names as in the netlist, 4 cells and up
register          cells
mant_result_temp     27
status_out            4
mant_result          25
data_out             32
current_state         5
exp_dif               6
mantA_shifted        26
exp_result            6
mantB_shifted        26
## power breakdown
| group | total [uW] | internal, uW | switching (uW) |
|---|---|---|---|
| Clock | 544 | 314 | 230 |
| Sequential | 479 | 479 | 0.436 |
| Combinational | 184 | 78.2 | 106 |
| Total | 1210 | 871 | 337 |
## kinds of logic after synthesis
logic type               after synthesis
XOR/XNOR                              29
adder cells (fa/ha/maj)               99
multiplexers                          70
buffers and inverters                252
AND/OR/NAND/NOR                      672
flip-flops                           161
AND-OR/OR-AND                        678
## final cells by class
class                   instances  area share, %
clock inverters                15           1.29
repair buffers                140           7.51
clock buffers                  17           2.45
flip-flops and latches        161           23.2
multi-input cells            1548           59.4
inverters                     117           2.53
well taps                     511           3.68
Power is estimated from default activity; no workload was simulated.
